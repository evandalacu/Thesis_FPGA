$ cat /design/flow/design.v
module decoder(
    input clk,           
    input reset,         
    input [12:0] W,      
    output [6:0] A, B,   
    output done          
	 );
    wire [12:0] qA, qB;      
    wire [6:0] modA, modB;   
    assign modA [6:0] = 7'd80;
    assign modB [6:0] = 7'd81;
    wire doneA, doneB;       
    assign done = doneA && doneB;
    general_divider #(.WIDTH_A(13), .WIDTH_B(7)) dA (.clk(clk), .reset(reset), .A(W),.B(modA),.Q(qA), .R(A), .done(doneA)); 
    general_divider #(.WIDTH_A(13), .WIDTH_B(7)) dB (.clk(clk), .reset(reset), .A(W),.B(modB),.Q(qB), .R(B), .done(doneB)); 
endmodule 
module general_divider #(
                        parameter WIDTH_A=4,
                        parameter WIDTH_B=4
                    ) (
                        input clk,reset, 
                        input [(WIDTH_A-1):0] A,
                        input [(WIDTH_B-1):0] B,
                        output [(WIDTH_A-1):0] Q, 
                        output [(WIDTH_B-1):0] R,
                        output reg done							 
    );
    localparam n = 2*WIDTH_A;
    reg [(n-1):0] ra;
    reg [(WIDTH_A-1):0] c;
    assign Q = ra[0+:WIDTH_A];
    assign R = ra[WIDTH_A+:WIDTH_B];
    always @ (posedge clk) begin
            if (reset) begin
                c <= 0;
                done <= 0;
                ra <= {{WIDTH_A{1'b0}}, A};
            end
            else
                if (!done) begin      
                c<=c+1'b1;
                if ( ra[ (WIDTH_A-1) +:WIDTH_A] >= B )  ra <= ( (ra<<1) - { B, {WIDTH_A{1'b0}} } ) | ( { {(n-1){1'b0}}, 1'b1} );
                else ra <= (ra<<1) | ({n{1'b0}});  
                if (c== (WIDTH_A-1) ) done <= 1;
            end
    end
    endmodule
$ cat /design/flow/run.sh
#!/bin/bash
# OpenROAD 26Q1-2900-gdf79404cd8, Yosys 0.63+post, stock flow scripts
make -C /OpenROAD-flow-scripts/flow DESIGN_CONFIG=/design/flow/config.mk WORK_HOME=/design/flow/orfs finish
$ cat /design/flow/config.mk
export PLATFORM = sky130hd
export DESIGN_NAME = decoder
export DESIGN_NICKNAME = decoder
export VERILOG_FILES = /design/flow/design.v
export SDC_FILE = /design/flow/constraint.sdc
export NUM_CORES = 4
export LEC_CHECK = 1
export CORE_UTILIZATION = 40
$ cat /design/flow/constraint.sdc
current_design decoder

set clk_period 5.4
set clk_io_pct 0.2

create_clock -name clk0 -period $clk_period [get_ports {clk}]

set non_clock_inputs [all_inputs -no_clocks]
set_input_delay [expr $clk_period * $clk_io_pct] -clock clk0 $non_clock_inputs
set_output_delay [expr $clk_period * $clk_io_pct] -clock clk0 [all_outputs]
==> reports/metrics.cfg <==
[status]
status = finished clean

[worst_setup_path]
start_kind = flip-flop
rr_worst_depth = 7
critical_path.reg2reg.startpoint = dB.ra[13]
critPathCaptureType = output pin
critical_path_required_ns = 4.32
worst_ep_arrival_time_ns = 1.55
r2r-end = dB.ra[13]
worstSetupPathType = flip-flop to output pin
worst-path-max-fanout = 26
setup.worst_path.end = done
critPathLaunch = dA.done
rrSetupSlack_ns = 2.98

[cts]
path_clk_slew_ns = 0.08
cts_tree = yes
cts.path.max_buffers = 2
post-cts-setup-buffers = 0
cts_hold_buffers = 0
clk_root_buffer_cell = sky130_fd_sc_hd__clkbuf_8
numClockSinks = 78
max_h_tree_level = 3
cts_inserted_buffers = 9
clock_latency_ns = 0.34
cts_resized = 0

[floorplan]
core_region_area_sq_mm = 0.00928
fp-row-count = 35
floorplan.die.width_um = 100
die-area_sq_mm = 0.0100
io-pin-count = 30
floorplan.core_util_pct = 41.6
die.size.y_um = 100

[place]
finalWeightedCongestion = 0.794
place_inst = 545
detailed_place.area_sq_mm = 0.00414
dp_hpwl_um = 4460
port_buffers = 29

[grt]
via_count_of_the_first_global_routing_pass = 2493
grt_max_degree = 52
grt_first_pass_wirelength_um = 11500
initial_antenna_violation_count = 0
globalRouteOverflowTotal = 0
track_usage_pct = 14.5

[detailed_routing]
vias_per_cell = 4.86
ant_nets = 0
drc_violations_left = 0
drt_pass1_iterations = 4
postRouteWirelength_um = 6780
num_vias = 2725
post_drt_wl_per_cell_um = 12.1
drt-initial-drc-count = 96
route.antenna.diode_count = 0

[cells_and_area]
post-route-cell-area_sq_mm = 0.00435
synthToLayoutAreaGrowth_pct = 12.6
final_layout_size_suffix_gt1_share_pct = 5.09
post_layout_nonfiller_instances = 561

[synthesis]
async_reset_ff_share_pct = 0
post-synth-top-count-cell = sky130_fd_sc_hd__dfxtp_1
synth_flops = 78
synth-seq-area-share_pct = 47.2
synth_cell_type_count = 54
yosys_most_used_dff = sky130_fd_sc_hd__dfxtp_1
synth-cells-yosys = 416
enable_flop_cells = 26
top_area_share_pct = 27.0
ys.warnings.count = 1
synth.top_cells.by_count = 52 x sky130_fd_sc_hd__dfxtp_1, 43 x sky130_fd_sc_hd__nor2_1, 42 x sky130_fd_sc_hd__inv_1
synthDominantAreaCellType = sky130_fd_sc_hd__dfxtp_1
syn_inst = 416
synth.avg_cell_area_sq_um = 9.28
mappedNetlistArea_sq_mm = 0.00386
yosys-stat-area_sq_mm = 0.00386
area_leaders = sky130_fd_sc_hd__dfxtp_1 27%, sky130_fd_sc_hd__edfxtp_1 20%, sky130_fd_sc_hd__xnor2_1 4.5%, sky130_fd_sc_hd__nor2_1 4.2%, sky130_fd_sc_hd__inv_1 4.1%

[final_timing]
tightest_slew_ns = 0.750
timing.final.setup_violations = 0
grt_setup_unrepaired = no
finalWorstPathRequiredPeriod_ns = 2.63
clock.fmax_ghz = 0.380
final-max-slew-violation-count = 0
timing.max_slew.rel_slack_pct = 50.0
hold-worst-slack_ns = 0.514
hold_violations = 0
min_period_over_period_pct = 48.8
skew_ns = 0.00836
timing.setup.tns_ns = 0

[power_and_ir_drop]
ir_worst_vdd_uv = 250
report.power.total_uw = 1790
power.share.combinational_pct = 29.5
internal-power_uw = 1250
cellLeakagePower_uw = 0.00163
cellPowerDensity_mw_per_mm2 = 413
seqPwrFrac_pct = 45.2
power_frac_clock_pct = 25.3
p_switching_uw = 542
switching_share_of_power_pct = 30.2

[min_path]
timing.hold.worst.class = flip-flop to flip-flop

[job]
cap_viol_max_count = 0
warning_count = 29

[critical path, stage by stage (launching register included)]
cell and delay (ns):
sky130_fd_sc_hd__dfxtp_1 0.31, sky130_fd_sc_hd__buf_4 0.27, sky130_fd_sc_hd__and2_1 0.17, sky130_fd_sc_hd__clkdlybuf4s50_1 0.45
[layout by cell type (no fill, tap or decap), types with 9 or more instances in the layout]
master                            synthesis  layout
sky130_fd_sc_hd__dfxtp_1                 52      52
sky130_fd_sc_hd__nor2_1                  43      43
sky130_fd_sc_hd__inv_1                   42      42
sky130_fd_sc_hd__o21ai_0                 30      30
sky130_fd_sc_hd__nand2_1                 28      28
sky130_fd_sc_hd__clkdlybuf4s50_1          0      28
sky130_fd_sc_hd__edfxtp_1                26      26
sky130_fd_sc_hd__xnor2_1                 20      20
sky130_fd_sc_hd__xor2_1                  14      14
sky130_fd_sc_hd__a21oi_1                 12      12
sky130_fd_sc_hd__nand3_1                 10      10
sky130_fd_sc_hd__clkbuf_8                 0       9
[layer usage]
metal  vias up  GRT usage (%)  share of wire (%)
met5         -              0                  0
met4         0           1.78                1.3
met3         9           4.18                5.5
met2        61           20.8                 41
met1      1214           23.4                 52
li1       1441              -                  -
[cell type report]
type	instances	area [sq um]
clock buffers	10	128
clock inverters	6	76.3
well taps	129	161
flip-flops and latches	78	1820
multi-input cells	265	1700
repair buffers	31	300
fillers	904	4940
inverters	42	158
[flip-flops by register name (all words and copies together) (netlist names)]
register / cells
dA.c: 13
dA.done: 1
dA.ra: 25
dB.c: 13
dB.done: 1
dB.ra: 25
[per-stage QoR]
stage	worst slack, ns	utilization (%)
after floorplan	3.07	-
after global placement	2.65	44.6
after detailed placement	2.65	44.6
after CTS	2.74	46.8
after global routing	2.67	46.8
final	2.77	46.8
[cell families (layout without fill, tap and decap cells)]
group,after synthesis,after routing,synth area share [%]
compound gates,79,79,13.8
simple gates,136,136,17.9
buf+inv,73,89,8.69
xor+xnor,34,34,7.72
flops,78,78,47.2
mux,8,8,2.08
fa+ha+maj,8,8,2.59
[power by group through the flow]
| stage | sequential (uW) | clock [uW] | combinational, uW |
|---|---|---|---|
| CTS | 811 | 470 | 534 |
| global route | 825 | 499 | 592 |
| finish | 812 | 455 | 529 |
[how the worst min path moves through the flow]
stage             start        end  slack, ns  cells past startpoint
CTS             dA.c[5]    dA.c[5]       0.52                      2
global route  dB.ra[22]  dB.ra[22]       0.53                      2
finish        dB.ra[22]  dB.ra[22]       0.51                      2
