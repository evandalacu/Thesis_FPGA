File: /design/flow/config.mk
export PLATFORM = sky130hd
export DESIGN_NAME = gen_PWM
export DESIGN_NICKNAME = gen_PWM
export VERILOG_FILES = /design/flow/design.v
export SDC_FILE = /design/flow/constraint.sdc
export NUM_CORES = 4
export LEC_CHECK = 1
export CORE_AREA = 10 10 76 76
export DIE_AREA = 0 0 86 86
File: /design/flow/constraint.sdc
current_design gen_PWM

set clk_period 2.8
set clk_io_pct 0.2

create_clock -name clk0 -period $clk_period [get_ports {clkA}]
create_clock -name clk1 -period $clk_period [get_ports {clkB}]

set non_clock_inputs [all_inputs -no_clocks]
set_input_delay [expr $clk_period * $clk_io_pct] -clock clk0 $non_clock_inputs
set_output_delay [expr $clk_period * $clk_io_pct] -clock clk0 [all_outputs]
File: /design/flow/design.v
module comparator(
    input counter_clk,
    input [6:0] in_x, in_y,
	 input [6:0] val_is_0_check,  
    input en,
    input reset,  
    output comp
);
    reg in_x_d; 
    wire x_stable, y_eq_x;
    assign x_stable = (in_x_d==in_x) && (val_is_0_check!=7'b0);
    assign y_eq_x   = (in_x==in_y);
    assign comp = (en && (y_eq_x) && !(x_stable));
    always @(posedge counter_clk)begin
        in_x_d <= in_x[0];  
    end
endmodule
module downwardCounter #( parameter WIDTH = 1)
                    (
                        input clk,
                        input load,
                        input reset,  
                        input en,
                        input [WIDTH-1 :0] limit,
                        output reg [WIDTH-1 :0] Q 
                    );
	localparam max = 7'b1111111;
	always @(posedge clk) begin
		if (load) Q <= limit;
		else if (Q == 7'b0) Q <= max;
		else Q <= Q - 1'b1;
	end
endmodule
module gen_PWM(
    input en,
    input reset,
    input clkCore,               
    input clkZ,                  
    input clkA,                  
    input clkB,                  
    input [6:0] A_val, B_val,    
    output PWMset, PWMreset,     
    output signal,               
    output [6:0] cA, cB          
);
    downwardCounter #(7) counterA (.clk(clkA),.reset(1'b0),.load(clkZ),.en(en),.limit(A_val),.Q(cA)); 
    downwardCounter #(7) counterB (.clk(clkB),.reset(1'b0),.load(clkZ),.en(en),.limit(B_val),.Q(cB)); 
    comparator comparatorA (.counter_clk(clkA),.in_x(cA),.in_y(7'b0),.en(en),.reset(1'b0),.comp(PWMreset),.val_is_0_check(A_val));
    comparator comparatorB (.counter_clk(clkB),.in_x(cB),.in_y(7'b0),.en(en),.reset(1'b0),.comp(PWMset),.val_is_0_check(B_val));
    unclockedLatch pwm_gen (.S(PWMset), .R(PWMreset), .C(signal));
endmodule
module unclockedLatch(
		 input S, R,
		 output C
		 );
	reg A, B;
	wire D, E;
	assign C = A ^ B;
	assign D = ~(C ^ A);
	assign E = C ^ B;
	always @(posedge S) begin
		A = D;
	end
	always @(posedge R) begin
		B = E;
	end
endmodule
File: /design/flow/run.sh
#!/bin/bash
# OpenROAD 26Q1-2900-gdf79404cd8, Yosys 0.63+post, stock flow scripts
make -C /OpenROAD-flow-scripts/flow DESIGN_CONFIG=/design/flow/config.mk WORK_HOME=/design/flow/orfs finish
==> results_slide.txt <==
Synthesis and Place & Route Summary

Floorplanning
  – I/O pin count: 37
  – Floorplan core density: 20.9%
  – Die width: 86 um
  – Die area: 0.00740 sq mm
  – Core Region: 0.00412 sq mm
  – Chip height: 86 um
  – Rows: 23

Worst setup path
  – Crit path DAT: 2.06 ns
  – CP Class: in -> out
  – CP max FO: 2
  – CP startpoint kind: input pin
  – Worst setup EP type: output pin
  – R2R Setup Slk: 1.11 ns
  – Data required time of the worst path: 2.24 ns

Cells and area
  – Area Growth Syn to Fin: 63.6%
  – Filler cells: 398
  – Share of cells above drive strength 1: 17.6%

Logic synthesis
  – Synth top cell by count: dfxtp_1
  – Yosys stat cell total: 83
  – Top cells by count, synth: dfxtp_1, o31a_1, nand2b_1
  – Yosys stat area: 858 sq um
  – Post-synth top area cell: dfxtp_1
  – Post-synth EDFFs: 0
  – Synthesized cell area: 858 sq um
  – Synthesis-stage register bit count: 18
  – Post-synth cell types: 19
  – Syn Area/Cell: 10.3 sq um
  – Synth Instances: 83
  – Synth top area cells: dfxtp_1, o31a_1, nand2b_1
  – Post-synth top area share: 42.0%
  – Yosys warning tally: 3
  – Register area share after synthesis: 42.0%
  – Asr flop ratio synth: 0%
  – Main flop type after synthesis: dfxtp_1

Route
  – Initial DRC Count: 19
  – Antenna Nets Post-Route: 0
  – Via density: 4.40
  – Wire length on met1: 1.07 mm
  – Top sig layer: met4
  – Met3 Routed Length: 310 um
  – Post-route DRC: 0
  – Avg WL per Cell: 13.5 um
  – Post-Route WL: 2.38 mm
  – Metal2 WL: 962 um
  – Pre-Repair DR Iteration Count: 4
  – Vias: 775

Flow run
  – Max Cap Violations: 0
  – Tool Warnings: 28

Placed design
  – GPL Wtd Cong: 0.884
  – HPWL after DPL: 1.90 mm
  – Buffers on Ports: 33

Final timing
  – Worst Hold Slack: 0.413 ns
  – Relative slew slack: 49.2%
  – Worst-Margin Slew: 0.760 ns
  – Fin. Hold Viols: 0
  – Register pins left without a clock: 2
  – RSZ-0062 raised after global routing: false
  – # setup viols final: 0
  – Final Skew: 0.00193 ns
  – Number of unconstrained endpoints: 3
  – Max Slew Vio Count: 0
  – Setup tns final: 0 ns

Global routing
  – Congestion Overflow GR: 0
  – First-pass GRT wire length: 3.84 mm
  – Initial antenna violation count: 1
  – Largest net degree at the start of global routing: 25
  – Vias in the first global route: 853
  – GR Util All Layers: 6.28%

Worst hold path
  – Worst min path class: reg -> reg

Pwr
  – Power per cell area: 524 mW/mm^2
  – Lkg Pwr: 0.554 nW
  – Peak supply drop: 0.257 mV

Clocking
  – CTS clk-pin slew, worst paths: 0.04 ns
  – CTS tree: yes

Outcome
  – Status: finished clean
## repair_timing
| item | in CTS | in global routing |
|---|---|---|
| endpoints found under the hold margin | 0 | 0 |
| setup buffers | 1 | 0 |
| setup endpoints to repair | 2 | 0 |
| gates resized | 17 | 0 |
| hold buffers | 0 | 0 |
## power breakdown
group | total (mW) | switching, mW | internal [mW]
Combinational | 0.162 | 0.0527 | 0.109
Sequential | 0.303 | 0.0418 | 0.261
Clock | 0.271 | 0.0849 | 0.186
## state kept, by name (all words and copies together) (netlist names)
name                flops
comparatorB.in_x_d      1
pwm_gen.A               1
pwm_gen.B               1
counterA.Q              7
comparatorA.in_x_d      1
counterB.Q              7
## layout make-up
| class | count | area (sq um) | area share, % |
|---|---|---|---|
| well taps | 50 | 62.6 | 4.46 |
| clock buffers | 6 | 82.6 | 5.88 |
| repair buffers | 39 | 363 | 25.8 |
| flip-flops and latches | 18 | 360 | 25.7 |
| diodes | 1 | 2.50 | 0.178 |
| multi-input cells | 56 | 510 | 36.4 |
| inverters | 6 | 22.5 | 1.60 |
## per-stage QoR
| stage | std cells | total power [mW] | area [sq um] | worst slack [ns] | util, % |
|---|---|---|---|---|---|
| floorplan | 83 | 0.365 | 858 | 0.828 | - |
| global placement | 168 | 0.466 | 1280 | -0.235 | 31.0 |
| detailed placement | 168 | 0.467 | 1280 | -0.239 | 31.0 |
| CTS | 175 | 0.745 | 1400 | 0.169 | 34.1 |
| global route | 175 | 0.779 | 1400 | 0.121 | 34.1 |
| finish | 176 | 0.735 | 1400 | 0.184 | 34.1 |
## cell usage in the layout (no fill, tap or decap), drive strengths merged, types with 4 or more instances in the layout
cell and n:
o21ai 5, inv 6, xor2 5, buf 6
dfxtp 18, dlygate4sd2 10, nand2 5, o31a 10
nor4 6, clkbuf 6, xnor2 4, nand2b 8
clkdlybuf4s50 23
## worst max-delay path: stages
cell	delay (ns)
dlygate4sd2_1	0.25
or4_4	0.55
nor4_4	0.31
o311a_4	0.19
dlygate4sd2_1	0.20
## kinds of logic after synthesis
group	Yosys count	synth area share [%]
buf+inv	9	4.08
fa+ha+maj	2	2.91
flops	18	42.0
xor+xnor	9	9.18
mux	1	1.17
simple gates	25	22.3
compound gates	19	18.4
## layer usage
metal | track usage (%) | up-vias
met4 | 1.80 | 0
met1 | 7.24 | 347
met3 | 4.29 | 4
li1 | - | 390
met5 | 0 | -
met2 | 9.20 | 34
## path summary, 6_finish.rpt
| kind | start | endpoint | cells after the start |
|---|---|---|---|
| max reg2reg | counterB.Q[0]$_DFF_P_ | counterB.Q[6]$_DFF_P_ | 5 |
| min in group clk1 | counterB.Q[0]$_DFF_P_ | comparatorB.in_x_d$_DFF_P_ | 0 |
| max in group clk1 | clkZ | counterB.Q[0]$_DFF_P_ | 4 |
| max | A_val[6] | PWMreset | 5 |
| min reg2reg | counterA.Q[0]$_DFF_P_ | comparatorA.in_x_d$_DFF_P_ | 0 |
| min | counterA.Q[0]$_DFF_P_ | comparatorA.in_x_d$_DFF_P_ | 0 |
Power is estimated from default activity; no workload was simulated.
