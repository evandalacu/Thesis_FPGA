==> design.v <==
module gen1MHz(
    input clk,  
    input load,  
    input en, 
    input [4:0] c1,  
    input en_8MHz,   
    output en_1MHz,
    output [4:0] c2  
);
    wire [4:0] c2_limit;
    assign c2_limit = 5'b00111;
    assign en_1MHz = en && (((c1==5'b00000) && (c2==5'b00000)) || ((c1==5'b00001) && (c2==5'b00001)));
    upwardCounter #(5) Counter8 (.clk(clk), .reset(load), .en(en && en_8MHz), .limit(c2_limit), .Q(c2));
endmodule
module upwardCounter #( parameter WIDTH = 1)
                    (
                        input clk, 
                        input reset,
                        input en,
                        input [WIDTH-1 :0] limit,
                        output reg [WIDTH-1 :0] Q
                    );
    always @(posedge clk) begin
        if (reset || (en && (Q==limit)) ) Q <= 5'b00000;
        else if (en) Q <= Q+1'b1;
    end
endmodule
==> run.sh <==
#!/bin/bash
# OpenROAD 26Q1-2900-gdf79404cd8, Yosys 0.63+post, stock flow scripts
make -C /OpenROAD-flow-scripts/flow DESIGN_CONFIG=/design/flow/config.mk WORK_HOME=/design/flow/orfs finish
==> config.mk <==
export PLATFORM = sky130hd
export DESIGN_NAME = gen1MHz
export DESIGN_NICKNAME = gen1MHz
export VERILOG_FILES = /design/flow/design.v
export SDC_FILE = /design/flow/constraint.sdc
export NUM_CORES = 4
export LEC_CHECK = 1
export CORE_AREA = 10 10 70 70
export DIE_AREA = 0 0 80 80
==> constraint.sdc <==
current_design gen1MHz

set clk_period 1.6
set clk_io_pct 0.2

create_clock -name clk0 -period $clk_period [get_ports {clk}]

set non_clock_inputs [all_inputs -no_clocks]
set_input_delay [expr $clk_period * $clk_io_pct] -clock clk0 $non_clock_inputs
set_output_delay [expr $clk_period * $clk_io_pct] -clock clk0 [all_outputs]
==> summary.txt <==
The synthesis and place-and-route flow finished, so here is a summary.

The flow ran to the end, and the final reports show no timing, DRC or antenna violations. The final design area excluding fillers is 558 µm². For reference, the most critical setup path is categorized as in2out. The report counts max-capacitance violations totalling 0. The final worst-path setup slack came out at 0.134 ns. Setup repair after global routing left no endpoint under its margin. The wire length after detailed routing is 875 µm. The cell count after synthesis came out at 35. The area share of xor/xnor cells in the synthesized design came out at 0.0601.

The buffer depth of the longest clock path came out at 2. The deepest level of the CTS H-tree came out at 1. The register with the most flip-flops in the layout has 5 of them. The worst hold slack after final layout came out at 0.497 ns. The met3 routing resource usage after global routing came out at 0.0102. The critical path endpoint category is an output port. The relative max-transition margin is 0.872. The area growth from synthesis to final layout came out at 91.4%. Endpoints failing hold in the final report were tallied at 0.

In the final routed layout, each cell accounts on average for 8.41 µm. The final core area utilization is 0.163. The initial antenna violation count came out at 0.

The number of buffers added to fix hold violations after cts came out at 0. In this run the cell area measured after placement is 527 µm². The global-route met1 utilization came out at 0.0352. The fraction of final layout cells with drive strength greater than 1 came out at 0.241. The part of the Yosys area used for sequential elements is 0.343. The worst hold path belongs to the class reg2reg. The final weighted congestion in routability-driven placement is 0.799. The OpenROAD report gives the critical path a required time of 1.28 ns. The number of OpenROAD warnings is 27. The worst clock skew is 0.000886 ns. The compound-gate portion of the synthesized area came out at 0.116.

The post-detailed-route count of antenna-violating nets is 0. The script parses the final routing iteration and logs DRC violations as 0. The global routing usage summed across all routing layers is 0.0259. The count of boundary I/O pins is 15. For the worst setup path, the data arrival time is 1.15 ns. The script logs the ratio of routed vias to standard cells as 3.22. The final timing report counts setup violations totalling 0. The fill cell total of the finished layout came out at 382. Per the GRT log, the top usage layer is met1. Counter8.Q holds more flip-flops than any other register.

The cell-mix breakdown from Yosys lists the adder-cell area share as 0.129. The register bit total from synthesis came out at 5. The count of antenna diodes in the layout came out at 0. Buffers inserted during clock tree synthesis total 3. The power density of the placed cells is 603 nW/µm².

The worst-case vdd ir drop is 104 µV. The violation count after the first detailed-routing iteration is 18. The count of final max-slew check failures is 0. The number of standard cells reported by yosys came out at 35. Sorting the synthesized cells by area gives the leading types as dfxtp_1, ha_1, a21oi_1. TritonCTS built the clock tree. The share of the synthesized area in the top cell type is 0.343. The average instance in the mapped netlist occupies 8.33 µm². The wire-length estimate of the detail-placed layout is 711 µm. OpenSTA, run right after detailed placement, puts the worst setup slack at -0.436 ns. The floorplan row count is 21. The routed layout has 335 vias. Yosys shows that the main logic family after synthesis is simple AND/OR/NAND/NOR gates. The Yosys chip area came out at 292 µm². The global-route wire length before repair came out at 1400 µm. The worst setup path is launched from an input pin. The slew of the pin with the lowest slew margin is 0.191 ns. The tree is rooted in a clkbuf_4.

The number of input and output port buffers inserted came out at 14. Per the synthesis report, the simple-gate share of the synthesized area is 0.292. The starting density of the core is 0.0853.

After clock tree synthesis, the setup repair step added 0 buffers. The clock reaches the later pin of the worst-skew pair after 0.24 ns. The area inside the core boundary is 3420 µm².

Summed over all failing endpoints, the final setup total negative slack is 0 ns. The largest net degree at the start of global routing is 6. The biggest area consumer among synthesized cells is dfxtp_1. The standby leakage power is 0.220 nW. Measured along the x axis, the die boundary spans 80 µm.

Warnings reported by Yosys during synthesis add up to 1. The remaining global-route overflow is 0. The critical-path maximum fanout is 1. Measured against the total synthesized area, the mux share comes to 0.0343.

The distinct cell type count after synthesis is 17. The smallest clock period supported by the final layout is computed as 1.47 ns. The fraction of met2 tracks used by global routing came out at 0.0321. The clock slew seen by the registers of the worst setup and hold paths is 0.04 ns. The CTS sink count came out at 5. The post-synth design cell area came out at 292 µm². The number of detailed-routing iterations run before antenna repair came out at 2. The peak clock frequency supported by timing is 682 MHz. The die height came out at 80 µm. The via count of the first global-routing pass was 331. The final worst-path cycle share came out at 0.917. The registers reported with the highest flop counts are Counter8.Q x5. The area of the die came out at 6400 µm².
[synth_stat cells]
cell type / n
nand3_1: 2
or3_1: 2
mux2i_1: 1
dfxtp_1: 5
and3_2: 1
a31o_2: 1
ha_1: 3
xor2_1: 1
xnor2_1: 1
nor2_1: 4
nand3_2: 1
nand4b_1: 1
a21oi_1: 3
inv_1: 2
o21ai_0: 2
nor4_1: 1
nand2_1: 4
[final timing paths]
kind,startpoint,end,slack [ns],cells past startpoint
worst max-delay path,c1[0],en_1MHz,0.13,4
worst min-delay path,Counter8.Q[4]$_SDFFE_PP0P_,Counter8.Q[4]$_SDFFE_PP0P_,0.50,2
worst min register to register,Counter8.Q[4]$_SDFFE_PP0P_,Counter8.Q[4]$_SDFFE_PP0P_,0.50,2
worst max register to register,Counter8.Q[0]$_SDFFE_PP0P_,Counter8.Q[4]$_SDFFE_PP0P_,0.38,5
[stage by stage]
step,power (mW),std cells
after floorplan,0.150,35
after global placement,0.195,100
after detailed placement,0.197,100
after CTS,0.346,104
after global routing,0.365,104
final,0.337,104
[cell families after synthesis]
kind of cell / Yosys count
XOR/XNOR: 2
AND-OR/OR-AND: 6
multiplexers: 1
buffers and inverters: 2
flip-flops: 5
AND/OR/NAND/NOR: 16
adder cells (fa/ha/maj): 3
[per-layer routing]
layer | part of all wire | wire (µm)
met5 | 0 | 0
met1 | 0.51 | 446
met3 | 0.11 | 96
met4 | 0.042 | 37
met2 | 0.34 | 295
[cells in the final DEF, fill, tap and decap left out, drive strengths merged, types with 2 or more instances in the layout]
master         n
or3            2
clkdlybuf4s50  9
ha             3
nor2           4
o21ai          2
nand3          3
dfxtp          5
clkbuf         4
dlymetal6s2s   2
inv            2
dlygate4sd2    2
a21oi          3
buf            6
nand2          4
[repair_timing]
action,4_1_cts,5_1_grt
endpoints found under the hold margin,0,0
resized,5,4
setup endpoints to repair,1,1
pin swaps,3,3
[final cells by class]
class	count	area, µm²	share of cell area
multi-input cells	28	190	0.341
repair buffers	19	175	0.314
flip-flops and latches	5	101	0.182
well taps	46	57.6	0.103
clock buffers	4	26.3	0.0471
inverters	2	7.51	0.0135
[power breakdown]
part / internal [mW] / total [mW] / switching [mW] / leakage (nW)
clock network: 0.0941 / 0.144 / 0.0496 / 0.0150
logic: 0.0391 / 0.0611 / 0.0220 / 0.164
registers: 0.129 / 0.132 / 0.00284 / 0.0409
total: 0.262 / 0.337 / 0.0745 / 0.220
[worst max-delay path: stages]
cell	delay (ns)
clkdlybuf4s50_1	0.47
mux2i_1	0.19
nor2_1	0.05
buf_2	0.11
Power figures rest on the tool's default switching activity, not on a simulated workload.
